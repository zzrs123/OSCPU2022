File: design/flow/run.sh
#!/bin/bash
# OpenROAD 26Q1-2900-gdf79404cd8, Yosys 0.63+post, stock flow scripts
make -C /OpenROAD-flow-scripts/flow DESIGN_CONFIG=/design/flow/config.mk WORK_HOME=/design/flow/orfs finish
File: design/flow/config.mk
export PLATFORM = sky130hd
export DESIGN_NAME = timer
export DESIGN_NICKNAME = timer
export VERILOG_FILES = /design/flow/design.v
export SDC_FILE = /design/flow/constraint.sdc
export NUM_CORES = 4
export LEC_CHECK = 1
export CORE_UTILIZATION = 40
File: design/flow/constraint.sdc
current_design timer

set clk_period 4.5
set clk_io_pct 0.2

create_clock -name clk0 -period $clk_period [get_ports {clk}]

set non_clock_inputs [all_inputs -no_clocks]
set_input_delay [expr $clk_period * $clk_io_pct] -clock clk0 $non_clock_inputs
set_output_delay [expr $clk_period * $clk_io_pct] -clock clk0 [all_outputs]
File: design/flow/design.v
module bcd7led (
    input wire [3:0] in_signals,
    output reg [6:0] out_led
);
    always @(*) begin
        case(in_signals)
            4'b0000: out_led = 7'b100_0000; 
            4'b0001: out_led = 7'b111_1001; 
            4'b0010: out_led = 7'b010_0100; 
            4'b0011: out_led = 7'b011_0000; 
            4'b0100: out_led = 7'b001_1001; 
            4'b0101: out_led = 7'b001_0010; 
            4'b0110: out_led = 7'b000_0010; 
            4'b0111: out_led = 7'b111_1000; 
            4'b1000: out_led = 7'b000_0000; 
            4'b1001: out_led = 7'b001_0000; 
            4'b1010: out_led = 7'b000_1000; 
            4'b1011: out_led = 7'b000_0011; 
            4'b1100: out_led = 7'b100_0110; 
            4'b1101: out_led = 7'b010_0010; 
            4'b1110: out_led = 7'b011_0000; 
            4'b1111: out_led = 7'b011_1000; 
            default: out_led = 7'b000_0000;
        endcase           
    end
endmodule
module counter (
    input wire [0:0] clk,       
    input wire [0:0] rst,  
    input wire [2:0] control, 
    output reg [3:0] out_led1, 
    output reg [3:0] out_led2,
    output reg [0:0] finished
);
    reg [3:0] ones_count = 0;
    reg [3:0] tens_count = 0;
    reg [1:0] count_finished = 0;
    always @(posedge clk) begin
        case(control)
            3'b001:  
                if (ones_count == 9) begin
                    ones_count <= 0;
                    if (tens_count == 9) begin
                        tens_count <= 0;
                        finished <= 1;
                    end else begin
                        tens_count <= tens_count + 1;
                    end
                end else begin
                    ones_count <= ones_count + 1;
                end 
            3'b010: finished <= 0; 
            3'b100: begin
                ones_count <= 0;
                tens_count <= 0;
                finished <= 0;
            end
            default: finished <= 0; 
        endcase
        if (count_finished < 3) begin
            count_finished <= count_finished + 1;
        end else if (count_finished == 3) begin
            finished <= 0;
            count_finished <= 0;
        end
    end
    assign out_led1 = ones_count;
    assign out_led2 = tens_count;
endmodule
module divider (
    input wire [0:0] in_clk,  
    output reg [0:0] out_clk  
);
    parameter COUNT_MAX = 24999999;
    reg [24:0] clk_count = 0;
    always @(posedge in_clk) begin
        if (clk_count == COUNT_MAX) begin
            out_clk <= ~out_clk;
            clk_count <= 0;
        end else begin 
            clk_count <= clk_count + 1;
        end
    end
endmodule
module timer (
    input wire [0:0] clk,        
    input wire [0:0] rst,       
    input wire [2:0] control,  
    output reg [6:0] out_seg1,
    output reg [6:0] out_seg2,
    output reg [0:0] finished
);
    wire clk_1hz;  
    wire [3:0] cnt1_out, cnt2_out;  
    wire [3:0] out_code1, out_code2;
    divider divider0(
        .in_clk(clk),
        .out_clk(clk_1hz)
    );
    counter counter0(
        .clk(clk_1hz),
        .rst(rst),
        .control(control),
        .out_led1(out_code1),
        .out_led2(out_code2),
        .finished(finished)
    );
    bcd7led led_ones(
        .in_signals(out_code1),
        .out_led(out_seg1)
    );
    bcd7led led_tens(
        .in_signals(out_code2),
        .out_led(out_seg2)
    );
endmodule   
==> flow_summary.json <==
{
  "period_used_share": 0.4650,
  "ys_chip_area_um2": 2116,
  "synth.avg_cell_area_um2": 9.362,
  "num_rows": 26,
  "fin_crit_ns": 2.092,
  "drt-vias-per-instance": 5.058,
  "aoi_share": 0.08634,
  "ff_type": "dfxtp_1",
  "worstSetupPathType": "reg -> reg",
  "topCombFamilyByArea": "simple AND/OR/NAND/NOR gates",
  "dieHeight_um": 74.73,
  "placed_area_um2": 2366,
  "cpLargestDelayFamily": "simple AND/OR/NAND/NOR gates",
  "netlist_area_um2": 2116,
  "routedWlPerCell_um": 11.26,
  "hold_viol_final": 0,
  "edf_count": 9,
  "endpoint_kind": "flip-flop",
  "slew_headroom": 0.6310,
  "dpl.hpwl_mm": 2.611,
  "ios": 20,
  "final_cell_area_um2": 2432,
  "die_area_um2": 5585,
  "clk_pin_slew_ns": 0.07,
  "drc": 0,
  "p_total_uw": 382.2,
  "final-setup-viol-count": 0,
  "die_w_um": 74.73,
  "grt_max_degree": 16,
  "max_freq_mhz": 477.9,
  "htree_levels": 1,
  "place_ws_ns": 2.413,
  "place_congestion": 0.8327,
  "slowest_delay_ns": 0.58,
  "path_max_fanout": 9,
  "postSynthCellCount": 226,
  "cts_buffers": 3,
  "yosysTopAreaCell": "dfxtp_1",
  "tritoncts": "done",
  "xor_share": 0.07865,
  "pwr_density_cell_nw_per_um2": 157.1,
  "cp_cell_sequence": "ha_1 > and4_1 > nand3b_1 > nor4_4 > buf_4 > nor2_1",
  "ys.flops": 37,
  "core_area_um2": 5107,
  "track_usage": 0.1365,
  "crit_path_top_delay_cell": "nor4_4",
  "finalMaxSlewViolations": 0,
  "cp_data_required_time_ns": 4.64,
  "peakVddDrop_mv": 0.1751,
  "antenna_found_initial": 0,
  "finClkSkew_ns": 0.0004286,
  "post-cts-setup-buffers": 0,
  "yosys-top-cells-area": "dfxtp_1 26%, edfxtp_1 13%, ha_1 9.5%",
  "ys_cells": 226,
  "antenna_left": 0,
  "crit_buf_inv": 1,
  "worst_setup_path_start_kind": "flip-flop",
  "status": "complete, no violations",
  "cts_resized": 0,
  "hold_class": "reg -> reg",
  "gr-total-overflow": 0,
  "io_buffers": 18,
  "drive_gt1_frac": 0.06173,
  "adder_share": 0.09462,
  "seq_area_frac_synth": 0.3927,
  "rsz0062_at_grt": "no",
  "untimed_endpoints": 34,
  "setup_slack_ns": 2.408,
  "worst_pin_slew_ns": 0.5493,
  "synth.distinct_cells": 37,
  "ys_warn_count": 5,
  "yosys.area.top_type_share": 0.2649,
  "cts_root_buf": "clkbuf_8",
  "fp-utilization": 0.4143,
  "fill_cells": 490,
  "num_vias": 1583,
  "first_pass_iters": 4,
  "synthSimpleGateAreaFrac": 0.2496,
  "grt_pass1_wl_mm": 5.899,
  "whs_ns": 0.4743,
  "hold_buffers": 0,
  "grt_pass1_vias": 1404,
  "unclocked_regs": 11,
  "insertion_delay_ns": 0.24,
  "syn2layout_area_growth_pct": 14.96,
  "power_leakage_nw": 0.9683,
  "routed_wl_mm": 3.524,
  "clockBufferDepth": 2,
  "synthMuxAreaShare": 0.06150,
  "drtIter0Drc": 47,
  "n_antenna_cell": 0,
  "synth-async-reset-ratio": 0,
  "critPathArrivalTime_ns": 2.23,
  "fin_tns_setup_ns": 0,
  "cap_violations": 0,
  "tool_warnings": 60
}
-- cell type report --
| type | count | area (µm²) | share of cell area |
|---|---|---|---|
| multi-input cells | 169 | 1207 | 0.4964 |
| well taps | 70 | 87.58 | 0.03601 |
| flip-flops and latches | 37 | 830.8 | 0.3416 |
| clock buffers | 4 | 66.31 | 0.02726 |
| repair buffers | 19 | 187.7 | 0.07716 |
| inverters | 14 | 52.55 | 0.02160 |
-- placed cells by master, fill, tap and decap left out, drive strengths merged, types with 4 or more instances in the layout --
cell type       n
a21oi          10
and4            5
clkbuf          4
clkdlybuf4s50  18
dfxtp          28
edfxtp          9
ha             16
inv            13
mux2i           4
mux4            4
nand2          16
nand3          14
nand4           9
nor2           23
nor3            4
nor4            5
o21ai          11
o31ai           5
or3             4
or4             4
xnor2           9
xor2           10
-- state kept, by name, indices dropped and copies added (netlist names) --
name,cells
divider0.out_clk,1
counter0.count_finished,2
counter0.tens_count,4
counter0.ones_count,4
counter0.finished,1
divider0.clk_count,25
-- synthesized netlist by cell type, types with 7 or more instances --
| master | instances |
|---|---|
| a21oi_1 | 9 |
| dfxtp_1 | 28 |
| edfxtp_1 | 9 |
| ha_1 | 16 |
| inv_1 | 13 |
| nand2_1 | 16 |
| nand3_1 | 14 |
| nand4_1 | 7 |
| nor2_1 | 23 |
| o21ai_0 | 11 |
| xnor2_1 | 9 |
| xor2_1 | 10 |
-- metrics by stage --
| step | cells | utilization |
|---|---|---|
| floorplan | 226 | - |
| global placement | 309 | 0.4633 |
| detailed placement | 309 | 0.4633 |
| CTS | 313 | 0.4762 |
| global route | 313 | 0.4762 |
| finish | 313 | 0.4762 |
-- per-layer routing --
layer / wire [µm] / part of all wire / GRT usage / vias to the layer above
li1: - / - / - / 846
met1: 1770 / 0.50 / 0.1961 / 710
met2: 1627 / 0.46 / 0.2372 / 25
met3: 100 / 0.028 / 0.01493 / 2
met4: 25 / 0.0071 / 0.01677 / 0
met5: 0 / 0 / 0 / -
-- path summary, 6_finish.rpt --
| path | startpoint | endpoint | slack, ns | cells past startpoint |
|---|---|---|---|---|
| worst max-delay path | divider0.clk_count[0] | divider0.clk_count[11] | 2.41 | 6 |
| worst min-delay path | divider0.clk_count[0] | divider0.clk_count[0] | 0.47 | 1 |
| worst max register to register | divider0.clk_count[0] | divider0.clk_count[11] | 2.41 | 6 |
| worst min register to register | divider0.clk_count[0] | divider0.clk_count[0] | 0.47 | 1 |
-- report_power, final --
group,internal [mW],leakage [nW],total [mW],switching [mW]
Combinational,0.00353,0.624,0.00718,0.00365
Clock,0.0958,0.0339,0.143,0.0468
Sequential,0.232,0.310,0.232,0
Total,0.332,0.968,0.382,0.0504
-- logic make-up after synthesis --
group | after synthesis
compound gates | 31
xor+xnor | 19
fa+ha+maj | 16
buf+inv | 20
flops | 37
mux | 8
simple gates | 95
Power and IR drop assume default switching activity.
