**design/flow/config.mk**
```make
export PLATFORM = sky130hd
export DESIGN_NAME = encoder_top
export DESIGN_NICKNAME = encoder_top
export VERILOG_FILES = /design/flow/design.v
export SDC_FILE = /design/flow/constraint.sdc
export NUM_CORES = 4
export LEC_CHECK = 1
export CORE_AREA = 10 10 70 70
export DIE_AREA = 0 0 80 80
```
**design/flow/constraint.sdc**
```tcl
current_design encoder_top

set clk_period 2.2
set clk_io_pct 0.2

create_clock -name clk0 -period $clk_period

set non_clock_inputs [all_inputs -no_clocks]
set_input_delay [expr $clk_period * $clk_io_pct] -clock clk0 $non_clock_inputs
set_output_delay [expr $clk_period * $clk_io_pct] -clock clk0 [all_outputs]
```
**design/flow/design.v**
```verilog
module bcd7led (
    input wire [3:0] in_signals,
    output reg [6:0] out_led
);
    always @(*) begin
        case(in_signals)
            4'b0000: out_led = 7'b100_0000; 
            4'b0001: out_led = 7'b111_1001; 
            4'b0010: out_led = 7'b010_0100; 
            4'b0011: out_led = 7'b011_0000; 
            4'b0100: out_led = 7'b001_1001; 
            4'b0101: out_led = 7'b001_0010; 
            4'b0110: out_led = 7'b000_0010; 
            4'b0111: out_led = 7'b111_1000; 
            4'b1000: out_led = 7'b000_0000; 
            4'b1001: out_led = 7'b001_0000; 
            4'b1010: out_led = 7'b000_1000; 
            4'b1011: out_led = 7'b000_0011; 
            4'b1100: out_led = 7'b100_0110; 
            4'b1101: out_led = 7'b010_0010; 
            4'b1110: out_led = 7'b011_0000; 
            4'b1111: out_led = 7'b011_1000; 
            default: out_led = 7'b000_0000;
        endcase           
    end
endmodule
module encoder83(
    input wire [0:0] en,
    input wire [7:0] in_signals,
    output reg [3:0] out_code
);
  integer i = 0;
  always @(in_signals or en) begin
    if(en) begin
      out_code = 0;
      for( i = 0; i <= 7; i = i+1) begin
          if(in_signals[i] == 1) begin
            out_code = { 1'b1, i[2:0] };
          end 
      end
    end
    else  begin
      out_code = 0;
    end
  end
endmodule
module encoder_top(
    input wire [0:0] en,
    input wire [7:0] in_signals,
    output reg [3:0] out_code,
    output reg [6:0] out_led
);
    encoder83 enc_i0(
        .in_signals(in_signals),
        .en(en),
        .out_code(out_code)
    );
    bcd7led led_i0(
        .in_signals({ 1'b0, out_code[2:0]}),
        .out_led(out_led)
    );
endmodule
```
**design/flow/run.sh**
```bash
#!/bin/bash
# OpenROAD 26Q1-2900-gdf79404cd8, Yosys 0.63+post, stock flow scripts
make -C /OpenROAD-flow-scripts/flow DESIGN_CONFIG=/design/flow/config.mk WORK_HOME=/design/flow/orfs finish
```
==> reports/metrics.yaml <==
rows: 21
fa_ha_area_frac: 0.2475
rsz0062_at_grt: "true"
synth-area-yosys_sq_um: 252.7
mean_routed_wirelength_per_cell_microns: 11.05
cts_hold_buf: 0
drt.antenna.violating_nets: 0
fmaxAchievable_mhz: 460.4
openroad.warnings: 38
worst-endpoint-arrival_ns: 1.73
switchingPower_w: 0.00005786
final_weighted_congestion_of_routability_driven_global_placement: 0.7837
post_route_cells_drive_above_1_share: 0.7324
numPortBuffers: 20
grt_pass1_vias: 428
num_vias: 412
layoutNonFillerInstCount: 117
hold_path.class: "input port to output pin"
power.static_leakage_nw: 0.3391
synth_seq_share: 0
chip_area_sq_um: 6400
worst_setup_path_endpoint: "out_led[3]"
comb_power_share: 1.000
final-max-slew-violation-count: 0
design.core.area_sq_um: 3416
grt-ovfl-total: 0
instance_tally_after_logic_synthesis: 33
crit_path_max_fanout: 2
dp.cells: 113
xor_share: 0
grt.total_usage: 0.03810
largest_net_degree_at_the_start_of_global_routing: 8
worstHoldStart: "in_signals[2]"
syn-mean-instance-area_sq_um: 7.659
crit_path_start: "in_signals[1]"
timing_worst_setup_path_type: "input port to output pin"
largest_logic_family: "AND-OR/OR-AND gates"
num_sequential: 0
clock_buffer_count: 0
hpwlAfterDp_microns: 911
drt-total-wl_mm: 1.293
post_route_fraction_of_the_period_consumed_by_the_critical_path: 0.9873
detail_route.antenna_diodes: 0
whs_ns: 1.272
ys_sh_aoi: 0.3861
finalWorstPathRequiredPeriod_ns: 2.172
share_seq_of_total_power: 0
grt_first_pass_wirelength_mm: 2.132
simple_gate_area_frac: 0.2723
drt_pass1_iterations: 2
detail_route.drc_violations: 0
setup-violations-final: 0
multiplexer_share_of_the_synthesized_area: 0.04455
cp-end-kind: "output pin"
number_of_hold_violations_in_the_final_report: 0
seq_area_sq_um: 0
relSlewSlack: 0.8148
crit_required_ns: 1.76
layout_setup_ws_ns: 0.02802
area_delta_synth_final_pct: 208.9
worst_slew_pin_slew_ns: 0.2772
drt-initial-drc-count: 12
dieWidth_microns: 80
synth.distinct_cells: 22
category_of_the_worst_setup_path_launch_point: "input port"
ir_drop_mv: 0.04217
preCtsSetupSlack_ns: -0.8203
max-cap-violations: 0
fp_util: 0.07399
share_clk_of_total_power: 0
vertical_die_size_microns: 80
outcome: "complete, no violations"
switching_share: 0.3941
synth-warning-count: 2
initial_antenna_violation_count: 0
synth-cells-yosys: 33
io-pin-count: 20
netlist_area_sq_um: 252.7
power_density_nw_per_um2: 188.0
post_drt_via_cell_ratio: 3.521
power.internal_w: 0.00008896
-- metrics by stage --
stage	utilization	area, sq um	setup TNS, ns	total power (W)
global route	0.2286	780.7	-0.03588	0.0001598
floorplan	-	252.7	0	0.00003108
finish	0.2286	780.7	0	0.0001468
detailed placement	0.1821	621.8	-6.379	0.0001145
CTS	0.2249	768.2	-0.03480	0.0001412
global placement	0.1821	621.8	-6.319	0.0001145
-- Yosys cell counts, drive strengths merged --
| cell | number | area (sq um) |
|---|---|---|
| a21oi | 2 | 10.01 |
| and2 | 1 | 6.260 |
| and3 | 1 | 11.26 |
| buf | 1 | 5.000 |
| clkbuf | 1 | 3.750 |
| ha | 5 | 62.56 |
| inv | 1 | 3.750 |
| mux2 | 1 | 11.26 |
| nand2 | 3 | 11.26 |
| nand2b | 1 | 6.260 |
| nor2 | 4 | 15.01 |
| nor2b | 1 | 6.260 |
| nor3 | 1 | 5.000 |
| o21a | 1 | 7.510 |
| o21ba | 1 | 10.01 |
| o311a | 2 | 20.02 |
| o311ai | 2 | 17.52 |
| o31a | 1 | 8.760 |
| o31ai | 1 | 7.510 |
| o41ai | 1 | 16.27 |
| or4 | 1 | 7.510 |
-- placed cells by master, fill, tap and decap left out, drive strengths merged --
cell type and count:
buf 31, ha 5, nor2 4, nand2 3, clkbuf 3, a21oi 2
clkdlybuf4s50 2, clkdlybuf4s15 2, o311a 2, o311ai 2, nor3 1, o31a 1
o31ai 1, o41ai 1, inv 1, nor2b 1, o21ba 1, nand2b 1
or4 1, and3 1, and2 1, mux2 1, o21a 1, dlymetal6s2s 1
dlygate4sd2 1
-- power by group through the flow --
stage | Sequential, W | Combinational [W] | Clock (W)
after CTS | 0 | 0.000141 | 0
after global routing | 0 | 0.000160 | 0
final | 0 | 0.000147 | 0
-- worst min path at each step --
stage         slack, ns    endpoint  cells past startpoint
CTS                1.29  out_led[6]                      4
global route       1.32  out_led[6]                      4
finish             1.27  out_led[6]                      4
-- worst max-delay path, stage by stage --
cell and delay [ns]:
sky130_fd_sc_hd__buf_6 0.09, sky130_fd_sc_hd__nor2b_4 0.12, sky130_fd_sc_hd__o21ba_4 0.20, sky130_fd_sc_hd__o311ai_4 0.26
sky130_fd_sc_hd__ha_1 0.28, sky130_fd_sc_hd__and3_4 0.15, sky130_fd_sc_hd__nor2_2 0.08, sky130_fd_sc_hd__buf_2 0.10
-- per-layer routing --
layer,share of wire,routed length [microns],track usage
met5,0,0,0
met4,0,0,0.001761
met3,0.059,76,0.006818
met2,0.49,632,0.06340
met1,0.45,585,0.05208
-- repair_timing --
action	4_1_cts	5_1_grt
resized	86	10
setup buffers	5	0
gates cloned	0	0
pin swaps	13	5
endpoints found under the setup margin	11	9
-- layout make-up --
type	count	area, sq um
Fill cell	366	2635
Inverter	1	3.754
Multi-Input combinational cell	30	385.4
Tap cell	46	57.56
Timing Repair Buffer	40	334.1
-- cells by family after synthesis --
group,count (synthesis)
AOI/OAI and AO/OA,11
adders and majority gates,5
buffers and inverters,3
and+or+nand+nor,13
muxes,1
Power figures rest on the tool's default switching activity, not on a simulated workload.
